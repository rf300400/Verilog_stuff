[./run.sh]
#!/bin/bash
# OpenROAD 26Q1-2900-gdf79404cd8, Yosys 0.63+post, stock flow scripts
make -C /OpenROAD-flow-scripts/flow DESIGN_CONFIG=/design/flow/config.mk WORK_HOME=/design/flow/orfs finish
[./config.mk]
export PLATFORM = sky130hd
export DESIGN_NAME = ALU
export DESIGN_NICKNAME = ALU
export VERILOG_FILES = /design/flow/design.v
export SDC_FILE = /design/flow/constraint.sdc
export NUM_CORES = 4
export LEC_CHECK = 1
export CORE_AREA = 10 10 70 70
export DIE_AREA = 0 0 80 80
[./constraint.sdc]
current_design ALU

set clk_period 1.0
set clk_io_pct 0.2

create_clock -name clk0 -period $clk_period

set non_clock_inputs [all_inputs -no_clocks]
set_input_delay [expr $clk_period * $clk_io_pct] -clock clk0 $non_clock_inputs
set_output_delay [expr $clk_period * $clk_io_pct] -clock clk0 [all_outputs]
[./design.v]
module ALU(tin,pin,uacc,inmode,outmode,cmode,clk,bus,flgs);
input[3:0] tin , pin;
input[1:0] cmode;
input clk , uacc , inmode , outmode;
output[3:0] bus;
output[2:0] flgs;
wire[2:0] flgregin;
wire[3:0] aluout , aluin , tout;
acc a0(aluout, pin , inmode , outmode , bus , aluin , clk , uacc);
treg t0(tin,tout,clk);
calc c0(tin,aluin,cmode,aluout,flgregin);
flgregs f0(flgregin,flgs,clk,uacc);
endmodule
module flgregs(in,out,clk,uflg);
input[3:0] in;
input clk , uflg;
output[3:0] out;
wire clkreal = clk & uflg;
dff d0(in[0],out[0],clkreal);
dff d1(in[1],out[1],clkreal);
dff d2(in[2],out[2],clkreal);
dff d3(in[3],out[3],clkreal);
endmodule
module calc(tin,accin,mode,accout,fout);
input[3:0] tin , accin;
input[1:0] mode ;
output[3:0] accout;
output[2:0] fout;
wire[3:0] oad , oand , oor , oxor ,omux;
wire carbit ;
carry4bitrip c0(accin,tin,oad,carbit);
and4 an0(accin,tin,oand);
or4 oro0(accin,tin,oor);
xor4 xo0(accin,tin,oxor);
mux4 m0(oad,oand,oor,oxor,mode,omux);
assign accout = omux;
flagsetter f0(omux,fout,carbit);
endmodule
module flagsetter(in,out,carbit);
input[3:0] in;
input carbit;
output[2:0] out; 
assign out[0] = ~((in[0] & 1'b1) | (in[1] & 1'b1) | (in[2] & 1'b1) | (in[3] & 1'b1));
assign out[1] = in[0] ^ in[1] ^ in[2] ^ in[3];
assign out[2] = carbit;
endmodule
module carry4bitrip(n1 , n2 , outy , carbit);
input[3:0] n1;
input[3:0] n2;
output[3:0] outy;
output carbit;
wire car0 , car1 , car2 , car3 , car4;
assign car0 = 1'b0 ;
fullad fd0(n1[0],n2[0],car0,car1,outy[0]);
fullad fd1(n1[1],n2[1],car1,car2,outy[1]);
fullad fd2(n1[2],n2[2],car2,car3,outy[2]);
fullad fd3(n1[3],n2[3],car3,car4,outy[3]);
assign carbit = car4 ;
endmodule
module halfad(n1 , n2 , car , sumy);
input n1 , n2 ;
output car , sumy ;
assign car = n1 & n2 ;
assign sumy = n1 ^ n2 ;
endmodule
module fullad(n1 , n2 , carin , carout , sumy);
input n1 , n2 , carin ;
output carout , sumy ;
wire nsum , ncar1 , ncar2;
halfad h1(n1,n2,ncar1,nsum);
halfad h2(carin,nsum,ncar2,sumy);
assign carout = ncar1 | ncar2 ;
endmodule
module and4(n1 , n2 , outy);
input[3:0] n1;
input[3:0] n2;
output[3:0] outy;
and(outy[0],n1[0],n2[0]);
and(outy[1],n1[1],n2[1]);
and(outy[2],n1[2],n2[2]);
and(outy[3],n1[3],n2[3]);
endmodule
module or4(n1 , n2 , outy);
input[3:0] n1;
input[3:0] n2;
output[3:0] outy;
or(outy[0],n1[0],n2[0]);
or(outy[1],n1[1],n2[1]);
or(outy[2],n1[2],n2[2]);
or(outy[3],n1[3],n2[3]);
endmodule
module xor4(n1 , n2 , outy);
input[3:0] n1;
input[3:0] n2;
output[3:0] outy;
xor(outy[0],n1[0],n2[0]);
xor(outy[1],n1[1],n2[1]);
xor(outy[2],n1[2],n2[2]);
xor(outy[3],n1[3],n2[3]);
endmodule
module treg(in,out,clk);
input[3:0] in ;
input clk ;
output[3:0] out;
dff d0(in[0],out[0],clk);
dff d1(in[1],out[1],clk);
dff d2(in[2],out[2],clk);
dff d3(in[3],out[3],clk);
endmodule
module acc(alu , memreg , inmode , outmode , bus , aluin , clk , uacc);
input[3:0] alu , memreg ;
input clk , uacc , inmode , outmode ;
output[3:0] bus , aluin;
wire uclk ;
assign uclk = clk & uacc;
wire[3:0] accin , accout ;
mux2 m0(alu,memreg,inmode,accin);
regacc r0(accin,accout,uclk);
demux2 dm0(accout,outmode,bus,aluin);
endmodule
module regacc(in , out , clk);
input[3:0] in ;
input clk;
output[3:0] out;
dff d0(in[0],out[0],clk);
dff d1(in[1],out[1],clk);
dff d2(in[2],out[2],clk);
dff d3(in[3],out[3],clk);
endmodule
module mux2(in1,in2,s,out);
input[3:0] in1, in2 ;
input s ;
output[3:0] out ;
assign out[0] = (in1[0] & (~s)) | (in2[0] & s);
assign out[1] = (in1[1] & (~s)) | (in2[1] & s);
assign out[2] = (in1[2] & (~s)) | (in2[2] & s);
assign out[3] = (in1[3] & (~s)) | (in2[3] & s);
endmodule
module mux4(in1,in2,in3,in4,s,out);
input[3:0] in1, in2 , in3 , in4;
input[1:0] s ;
output[3:0] out ;
assign out[0] = (in1[0] & (~s[0]) & (~s[1])) | (in2[0] & (s[0]) & (~s[1])) | (in3[0] & (~s[0]) & (s[1])) | (in4[0] & (s[0]) & (s[1]));
assign out[1] = (in1[1] & (~s[0]) & (~s[1])) | (in2[1] & (s[0]) & (~s[1])) | (in3[1] & (~s[0]) & (s[1])) | (in4[1] & (s[0]) & (s[1]));
assign out[2] = (in1[2] & (~s[0]) & (~s[1])) | (in2[2] & (s[0]) & (~s[1])) | (in3[2] & (~s[0]) & (s[1])) | (in4[2] & (s[0]) & (s[1]));
assign out[3] = (in1[3] & (~s[0]) & (~s[1])) | (in2[3] & (s[0]) & (~s[1])) | (in3[3] & (~s[0]) & (s[1])) | (in4[3] & (s[0]) & (s[1]));
endmodule
module demux2(in,s,o1,o2);
input[3:0] in;
input s ;
output[3:0] o1 , o2  ;
assign o1[0] = in[0] & (~s);
assign o1[1] = in[1] & (~s);
assign o1[2] = in[2] & (~s);
assign o1[3] = in[3] & (~s);
assign o2[0] = in[0] & s;
assign o2[1] = in[1] & s;
assign o2[2] = in[2] & s;
assign o2[3] = in[3] & s;
endmodule
module dff(d,q,clk);
input d , clk ;
output q ;
reg q ;
initial begin
    q = 1'b0;
end
always @(posedge clk) begin
    case(d)
    1'b0: q = 1'b0;
    1'b1: q = 1'b1;
    default: q = 1'b0;
    endcase
end
endmodule
==> results.sh <==
# source this file to load flow results
export IMPL_first_pass_grt_wire_length_um=2150
export IMPL_hold_end="bus[0]"
export IMPL_hpwlAfterDp_um=1130
export IMPL_edf_count=0
export IMPL_postRouteAntennaNets=0
export IMPL_areaGrowthSynthToFinish_pct=35.6
export IMPL_max_freq_mhz=1170
export IMPL_postSynthSeqShare_pct=22.0
export IMPL_pwr_density_cell_nw_per_um2=310
export IMPL_rsz0062_at_grt="no"
export IMPL_floorplan_row_count=21
export IMPL_status="finished, final reports clean"
export IMPL_ir_worst_vdd_mv=0.0967
export IMPL_synth_cellmix_compoundShare_pct=6.30
export IMPL_worstSetupEndpointType="output pin"
export IMPL_xor_share_pct=3.74
export IMPL_min_period_ns=0.857
export IMPL_slew_viol_final=0
export IMPL_port_buffer_count=21
export IMPL_synth_adder_area_share_pct=27.2
export IMPL_log_warning_count=36
export IMPL_fill_cells=381
export IMPL_maximum_number_of_pins_on_one_net_before_global_route_repair=9
export IMPL_postSynthCellCount=66
export IMPL_post_synth_top_area_fraction_pct=22.0
export IMPL_worst_path_max_delay_cell="dlygate4sd2_1"
export IMPL_drt_total_wl_um=1210
export IMPL_globalRoute_totalOverflow=0
export IMPL_top_cells_by_area="dfxtp_1 22%, ha_1 18%, fa_1 9.4%"
export IMPL_tightestPinTransition_ns=0.298
export IMPL_die_w_um=80
export IMPL_core_region_area_um2=3420
export IMPL_vias=451
export IMPL_post_route_period_util_pct=85.7
export IMPL_synth_main_ff_cell="dfxtp_1"
export IMPL_drc=0
export IMPL_synth_lib_cells_used_distinct=19
export IMPL_count_of_endpoints_without_a_timing_constraint=10
export IMPL_io_pin_count=21
export IMPL_synthSimpleGateAreaFrac_pct=14.2
export IMPL_die_area_um2=6400
export IMPL_top_area_cell="dfxtp_1"
export IMPL_ant_diodes=0
export IMPL_first_global_vias=484
export IMPL_worst_slew_margin_rel_pct=80.1
export IMPL_postPlaceCellArea_um2=870
export IMPL_final_setup_tns_ns=0
export IMPL_drt_initial_drc_count=21
export IMPL_min_path_cells=3
export IMPL_number_of_register_pins_that_no_clock_reaches=7
export IMPL_yosys_stat_cells=66
export IMPL_yosys_stat_area_um2=636
export IMPL_ys_ff=7
export IMPL_yosys_dominant_comb_family="adder cells"
export IMPL_syn_cell_area_um2=636
export IMPL_synth_yosys_warnings=3
export IMPL_avgSynthCellArea_um2=9.63
export IMPL_critical_path_class="input port to output pin"
export IMPL_start_kind="input port"
export IMPL_final_setup_viol_count=0
export IMPL_required_time_of_the_worst_setup_path_ns=0.80
export IMPL_cts_hold_fix_buffers=0
export IMPL_arr_time_crit_path_ns=0.66
export IMPL_setup_ws_ns=0.143
export IMPL_leakage_nw=0.423
export IMPL_critical_path_max_stage_delay_ns=0.21
export IMPL_groute_usage_overall_pct=4.04
export IMPL_gp_congestion=0.740
export IMPL_synthMuxAreaShare_pct=11.8
export IMPL_layout_drive_gt1_share_pct=6.02
export IMPL_final_cell_area_um2=862
export IMPL_avgViaCountPerCell=3.50
export IMPL_chipHeight_um=80
export IMPL_fp_util_pct=18.6
export IMPL_path_cells="buf_4, nor2b_1, dlygate4sd2_1"
export IMPL_hold_path_startpoint="outmode"
export IMPL_synth_async_reset_ratio_pct=0
export IMPL_post_drt_wl_per_cell_um=9.41
export IMPL_antenna_found_initial=0
export IMPL_path_max_fanout=8
export IMPL_final_layout_top_logic_cells="16 x inv_1, 16 x clkdlybuf4s50_1, 9 x ha_1"
export IMPL_hold_crit_path_type="input port to output pin"
export IMPL_report_final_hold_viol_count=0
export IMPL_max_cap_violations=0
export IMPL_timing_hold_ws_ns=0.805
export IMPL_placement_setup_worst_slack_ns=-0.594
export IMPL_length_of_the_first_detailed_routing_pass_in_iterations=4
## repair_timing
action	in CTS	in global routing
endpoints found under the setup margin	4	0
gates resized	9	0
setup buffers	0	0
## cells in the mapped netlist (2+ instances only)
| library cell | n |
|---|---|
| ha_1 | 9 |
| buf_4 | 3 |
| nor2b_1 | 4 |
| dfxtp_1 | 7 |
| o21ai_0 | 3 |
| mux4_1 | 2 |
| and2_1 | 2 |
| fa_1 | 3 |
| inv_1 | 16 |
| nand2_1 | 8 |
## metal layers
metal	vias to the layer above	part of all wire (%)	GRT usage, %
li1	239	-	-
met3	0	8.2	1.25
met5	-	0	0
met1	199	50	5.79
met2	13	41	6.18
met4	0	0	0
## logic make-up after synthesis
kind of cell / after synthesis
multiplexers: 3
flip-flops: 7
AND/OR/NAND/NOR: 17
AND-OR/OR-AND: 6
buffers and inverters: 20
adder cells (fa/ha/maj): 12
XOR/XNOR: 1
## through the flow
| step | std cells | power (mW) | util (%) |
|---|---|---|---|
| after floorplan | 66 | 0.177 | - |
| after global placement | 129 | 0.272 | 25.5 |
| final | 129 | 0.267 | 25.2 |
| after detailed placement | 129 | 0.276 | 25.5 |
| after CTS | 129 | 0.273 | 25.2 |
| after global routing | 129 | 0.305 | 25.2 |
## sequential cells by signal (all words and copies together) (netlist names)
signal / flops
a0.r0.d0.q: 1
a0.r0.d1.q: 1
a0.r0.d2.q: 1
a0.r0.d3.q: 1
f0.d0.q: 1
f0.d1.q: 1
f0.d2.q: 1
## worst max-delay path by stage
stage,from,end
final,outmode,bus[2]
after CTS,outmode,bus[2]
after global routing,outmode,bus[2]
## cell type report
cell class | instances | area (um^2) | area share [%]
Tap cell | 46 | 57.6 | 6.68
Multi-Input combinational cell | 39 | 402 | 46.6
Inverter | 16 | 60.1 | 6.97
Timing Repair Buffer | 21 | 203 | 23.5
Sequential cell | 7 | 140 | 16.3
## worst max-delay path: cells and delay by family
family,cells,cell delay (ns)
and+or+nand+nor,1,0.11
buffers and inverters,2,0.35
## report_power, final
group	internal (mW)	total, mW	switching (mW)
Sequential	0.0242	0.0268	0.00256
Clock	0	0	0
Combinational	0.153	0.240	0.0868
Total	0.178	0.267	0.0893
No activity file was given, so power comes from the tool's default toggle rates.
